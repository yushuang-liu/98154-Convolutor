==> flow/design.v <==
module shiftReg
  (input logic [5:0] In, 
   input logic en, load, clk,
   output logic [5:0] Shifted);
  always_ff @(posedge clk)
    if (load)
      Shifted <= In;
    else if (en)
      Shifted <= {1'b0, Shifted[5:1]};
endmodule
module Multiplier
  (input logic First, Second,
   output logic Out);
  assign Out = First & Second;
endmodule
module Adder
  (input logic First,
   input logic [3:0] Second,
   output logic [3:0] Out);
  assign Out = {3'b0, First} + Second;
endmodule
module Mux
  (input logic [3:0] A, B,
   input logic sel,
   output logic [3:0] Out);
  assign Out = (sel) ? A: B;
endmodule
module Reg
  (input logic [3:0] In,
   input logic clk, en,
   output logic [3:0] Out);
  always_ff @(posedge clk)
    if (en)
      Out <= In;
endmodule
module my_chip
  (input logic [11:0] io_in,
   input clock, reset,
   output logic [3:0] io_out);
  logic en, load, enRT, enRO;
  logic [5:0] Shifted_A, Shifted_B;
  logic newTerm;
  logic sel;
  logic [3:0] inReg, oldSum, choice;
  shiftReg shiftA(.In(io_in[5:0]), .en, .load, 
                  .clk(clock), .Shifted(Shifted_A));
  shiftReg shiftB(.In(io_in[11:6]), .en, .load, 
                  .clk(clock), .Shifted(Shifted_B));
  Multiplier mul(.First(Shifted_A[0]), 
                 .Second(Shifted_B[0]), 
                 .Out(newTerm));
  Mux mux(.A(oldSum), .B(4'b0), .sel, .Out(choice));
  Adder add(.First(newTerm), .Second(choice), .Out(inReg));
  Reg registerTemp(.In(inReg), .clk(clock), .en(enRT), .Out(oldSum));
  Reg registerOut(.In(oldSum), .clk(clock), .en(enRO), .Out(io_out));
  enum logic [2:0] {Start = 3'b000, Wait = 3'b001,
                   Shift1 = 3'b010, Shift2 = 3'b011,
                   Shift3 = 3'b100, Shift4 = 3'b101,
                   Shift5 = 3'b110, End = 3'b111} 
                   curState, nextState;
  always_comb begin
    case (curState)
      Start: begin
        load = 1;
        en = 0;
        sel = 0;
        enRT = 1;
        enRO = 0;
      end
      Wait: begin
        load = 0;
        en = 1;
        sel = 1;
        enRT = 0;
        enRO = 0;
      end
      Shift1: begin
        load = 0;
        en = 1;
        sel = 1;
        enRT = 1;
        enRO = 0;
      end
      Shift2: begin
        load = 0;
        en = 1;
        sel = 1;
        enRT = 1;
        enRO = 0;
      end
      Shift3: begin
        load = 0;
        en = 1;
        sel = 1;
        enRT = 1;
        enRO = 0;
      end
      Shift4: begin
        load = 0;
        en = 1;
        sel = 1;
        enRT = 1;
        enRO = 0;
      end
      Shift5: begin
        load = 0;
        en = 1;
        sel = 1;
        enRT = 1;
        enRO = 0;
      end
      End: begin
        load = 0;
        en = 0;
        sel = 0;
        enRT = 0;
        enRO = 1;
      end
      default: begin
        load = 1;
        en = 0;
        sel = 0;
        enRT = 1;
        enRO = 0;
      end
    endcase
  end
  always_comb begin
    case (curState)
      Start: nextState = Wait;
      Wait: nextState = Shift1;
      Shift1: nextState = Shift2;
      Shift2: nextState = Shift3;
      Shift3: nextState = Shift4;
      Shift4: nextState = Shift5;
      Shift5: nextState = End;
      End: nextState = End;
      default: nextState = Start;
    endcase
  end
  always_ff @(posedge clock, posedge reset)
    if (reset)
      curState <= Start;
    else
      curState <= nextState;
endmodule
`default_nettype none
module toplevel_chip (
    input [13:0] io_in,
    output [13:0] io_out
);
    my_chip mchip (
        .io_in(io_in[11:0]),
        .io_out(io_out[11:0]),
        .clock(io_in[12]),
        .reset(io_in[13])
    );
    assign io_out[13:12] = 2'b00;
endmodule
==> flow/run.sh <==
#!/bin/bash
# OpenROAD 26Q1-2900-gdf79404cd8, Yosys 0.63+post, stock flow scripts
make -C /OpenROAD-flow-scripts/flow DESIGN_CONFIG=/design/flow/config.mk WORK_HOME=/design/flow/orfs finish
==> flow/config.mk <==
export PLATFORM = sky130hd
export DESIGN_NAME = toplevel_chip
export DESIGN_NICKNAME = toplevel_chip
export VERILOG_FILES = /design/flow/design.v
export SDC_FILE = /design/flow/constraint.sdc
export NUM_CORES = 4
export LEC_CHECK = 1
export CORE_AREA = 10 10 85 85
export DIE_AREA = 0 0 95 95
==> flow/constraint.sdc <==
current_design toplevel_chip

set clk_period 3.5
set clk_io_pct 0.2

create_clock -name clk0 -period $clk_period [get_ports {io_in}]

set non_clock_inputs [all_inputs -no_clocks]
set_input_delay [expr $clk_period * $clk_io_pct] -clock clk0 $non_clock_inputs
set_output_delay [expr $clk_period * $clk_io_pct] -clock clk0 [all_outputs]
==> changes_impl.md <==
### Metrics

* Outcome: complete, but fails checks
* Violated checks: hold timing
* Final hold vios at 12
* Drt pass-1 iters at 3
* Vias in the first global route at 651
* Area grow syn2layout at 13.4%
* TritonCTS clock tree: done
* Synth Area per Inst at 15.6 um2
* Setup bufs post-CTS at 0
* Fmax at 0.503 GHz
* Top-area cell share at 51.3%
* First-pass GRT wire length at 2.71 mm
* Post-CTS sizing at 0
* Die extent in x at 95 um
* EDFF count, synth at 20
* Final setup violating endpoints at 0
* Routed wire per std cell at 11.3 um
* Number of top-level pins at 28
* Hold Slack at -0.0255 ns
* Leading cell types by count after synthesis: edfxtp_1 (20), buf_4 (10), ha_1 (7), mux2_4 (7)
* Crit path cell chain: mux2_2
* Post-synthesis sequential area ratio at 57.7%
* RR Startpoint: mchip.curState[0]
* GRT overflow at 0
* Pin count of the biggest net entering global routing at 14
* Pwr Density at 464 mW/mm2
* Worst path bufs/invs at 0
* Worst path max stage delay at 0.25 ns
* Setup crit start kind: clock port
* Commonest register cell after synthesis: edfxtp_1
* Tot GR Track Use at 3.93%
* IO buf count at 4
* CP arrival at 2.00 ns
* Hold Crit Depth at 1
* Crit. End Element: flop
* Antenna cell count at 0
* Ys cells at 75
* Peak VDD IR at 205 uV
* Hold Startpoint: io_in[11]
* Mapped Area at 0.00117 mm2
* Fin crit period at 2.01 ns
* Synth Register Bits at 23
* Cell type with the largest total area: edfxtp_1
* Cell count after synthesis at 75
* Final wirelength at 1.79 mm
* Worst R2R Path Depth at 8
* Vias at 538
* Clock slew at reported path FFs at 0.06 ns
* Die ar. at 0.00903 mm2
* CP Class: clock port to flop
* DRC violations left at 0
* Leak at 0.575 nW
* Max FO, Critical Path at 1
* Yosys Chip Area at 0.00117 mm2
* Ys async rst share at 13.0%
* Tally of OpenROAD warnings at 98
* Post-route ant nets at 0
* Cell Type Count at 19
* Max capacitance violation total at 0
* Slowest cell on crit path: mux2_2
* Period utilisation layout at 57.5%
* FP Rows at 27
* Hold Buf Count CTS at 0
* Largest delay share family, worst path: multiplexers
* Endpoint, Worst Hold: mchip.shiftB.Shifted[5]
* Most frequent cell after synthesis: edfxtp_1
* Fin. max-slew vios at 0
* Worst path required time at 3.49 ns
* Initial antenna violation count at 0
* Clk_skew at 0.0000282 ns
* Power, Total at 0.616 mW
* Starting Density at 21.4%
* Setup TNS at 0 ns
* Layout cells sized above 1 at 27.9%
* R2r endpoint: mchip.registerTemp.Out[3]
* Worst skew pair latency at 0.23 ns
* Via density at 3.41
* DRT iter0 DRCs at 32
* Reg2reg setup slack at 1.51 ns
* Dpl hpwl at 1.33 mm
* RSZ-0062 raised after global routing: no
* Routability cong. at 0.697
* Synth warn at 4
* Die Ht at 95 um
* Worst hold path type: clock port to flop
* Synth area leaders: edfxtp_1 (51%), mux2_4 (9.0%), ha_1 (7.5%), buf_4 (6.4%), dfrtp_1 (6.4%)
* Core area at 0.00547 mm2
## power breakdown
group          switching, mW  total, mW  internal, mW
combinational       0.000734   0.000735             0
clock                  0.112      0.274         0.162
sequential                 0      0.341         0.341
total                  0.113      0.616         0.503
## final cells by class
cell class	instances	area, um2
clock inverter	5	20.0
timing repair buffer	4	40.0
fill	581	4150
multi-input combinational	45	408
clock buffer	6	82.6
inverter	3	11.3
tap	72	90.1
sequential	23	676
## kinds of logic (layout without fill, tap and decap cells)
group / Yosys count / in the layout / synth area share, %
flops: 23 / 23 / 57.7
buf+inv: 16 / 18 / 10.4
mux: 14 / 14 / 15.6
simple gates: 12 / 12 / 7.05
fa+ha+maj: 7 / 7 / 7.48
xor+xnor: 2 / 2 / 1.50
other cells: 1 / 10 / 0.320
## sequential cells by signal, indices dropped and copies added, names as in the netlist
| register | cells |
|---|---|
| mchip.shiftA.Shifted | 6 |
| mchip.shiftB.Shifted | 6 |
| mchip.registerOut.Out | 4 |
| mchip.registerTemp.Out | 4 |
| mchip.curState | 3 |
## worst max path at each step
| stage | start | end | slack, ns | depth (start not counted) |
|---|---|---|---|---|
| 6_report | io_in[10] | mchip.shiftB.Shifted[4] | 1.49 | 1 |
| 5_1_grt | mchip.curState[0] | mchip.registerTemp.Out[3] | 1.34 | 8 |
| 4_1_cts | mchip.curState[0] | mchip.registerTemp.Out[3] | 1.49 | 8 |
## metal layers
metal  global-route usage [%]  share of wire (%)
met1                     4.19                 42
met2                     3.78                 40
met3                     4.01                 14
met4                     4.36                3.7
met5                        0                  0
## per-stage QoR
step | utilization (%) | setup WS (ns) | cell area [um2] | cells
2_1_floorplan | - | 1.25 | 1200 | 84
3_3_place_gp | 22.5 | 1.25 | 1230 | 148
3_5_place_dp | 22.5 | 1.25 | 1230 | 148
4_1_cts | 24.3 | 1.49 | 1330 | 158
5_1_grt | 24.3 | 1.34 | 1330 | 158
6_report | 24.3 | 1.49 | 1330 | 158
## layout by cell type (no fill, tap or decap)
master,instances
nor2b_4,1
and2_1,4
conb_1,10
mux2i_1,3
ha_1,7
dfrtp_1,3
nand2_1,1
and2_2,3
inv_1,7
nand3_1,1
mux2i_2,1
edfxtp_1,20
mux2_2,3
clkdlybuf4s50_1,4
clkbuf_8,6
xnor2_1,2
or2_2,2
mux2_4,7
clkinv_2,1
Power and IR drop assume default switching activity.
